**run.sh**
```bash
#!/bin/bash
# OpenROAD 26Q1-2900-gdf79404cd8, Yosys 0.63+post, stock flow scripts
make -C /OpenROAD-flow-scripts/flow DESIGN_CONFIG=/design/flow/config.mk WORK_HOME=/design/flow/orfs finish
```
**config.mk**
```make
export PLATFORM = sky130hd
export DESIGN_NAME = seg_display
export DESIGN_NICKNAME = seg_display
export VERILOG_FILES = /design/flow/design.v
export SDC_FILE = /design/flow/constraint.sdc
export NUM_CORES = 4
export LEC_CHECK = 1
export CORE_AREA = 10 10 70 70
export DIE_AREA = 0 0 80 80
```
**constraint.sdc**
```tcl
current_design seg_display

set clk_period 1.0
set clk_io_pct 0.2

create_clock -name clk0 -period $clk_period [get_ports {sys_clk}]

set non_clock_inputs [all_inputs -no_clocks]
set_input_delay [expr $clk_period * $clk_io_pct] -clock clk0 $non_clock_inputs
set_output_delay [expr $clk_period * $clk_io_pct] -clock clk0 [all_outputs]
```
**design.v**
```verilog
module seg_display(sys_clk,cfg_cathode_mode,hex_in,reset_n,seg_out);
   output [6:0]seg_out;
   input sys_clk,cfg_cathode_mode,reset_n;
   input [3:0]hex_in;
   reg [6:0]a,seg_out;
always @(posedge sys_clk)
begin
case(hex_in)
4'h0:a = 7'b0111111;
4'h1:a = 7'b0000110;
4'h2:a = 7'b1011011;
4'h3:a = 7'b1001111;
4'h4:a = 7'b1100110;
4'h5:a = 7'b1101101;
4'h6:a = 7'b1111101;
4'h7:a = 7'b0000111;
4'h8:a = 7'b1111111;
4'h9:a = 7'b1100111;
4'hA:a = 7'b1110111;
4'hB:a = 7'b1111100;
4'hC:a = 7'b0111001;
4'hD:a = 7'b1011110;
4'hE:a = 7'b1111001;
4'hF:a = 7'b1110001;
endcase
if (reset_n == 1)
  begin
  if (cfg_cathode_mode ==1)
  seg_out = a;
  else
  seg_out =~a;
  end
else
seg_out = 7'b0111111;
end
endmodule
```
==> metrics.log <==
[report] implementation figures
INFO  metric synth_cell_types = 21
INFO  metric ys_sh_xor = 5.316%
INFO  metric io-pin-count = 14
INFO  metric floorplanUtilization = 14.47%
INFO  metric adder_cell_share_of_the_synthesized_area = 12.66%
INFO  metric cts_root_buffer = clkbuf_4
INFO  metric synth_area = 494.2 um^2
INFO  metric hpwlAfterDp = 904.1 um
INFO  metric critPathBufInv = 2
INFO  metric worst_slew_margin_rel = 82.61%
INFO  metric synth.largest_area_cell = dfxtp_1
INFO  metric use_met2 = 6.421%
INFO  metric drtAntennaViolNets = 0
INFO  metric cp.required = 1.17 ns
INFO  metric std_cell_rows = 21
INFO  metric gr-total-overflow = 0
INFO  metric grt_pass1_vias = 469
INFO  metric die_area = 6400 um^2
INFO  metric yosysWarningCount = 1
INFO  metric timing.critical_path.cells = buf_12, inv_12, ha_4, mux2_4, a21oi_4, mux2i_1
INFO  metric ir_drop = 0.3057 mV
INFO  metric rsz0062_at_grt = yes
INFO  metric synthesized_registers = 7
INFO  metric fin_hold_ws = 0.3832 ns
INFO  metric fp.dieW = 80 um
INFO  metric synth_cells = 54
INFO  metric place.detailed.instances = 119
INFO  metric cts.sinks = 7
INFO  metric area_growth_syn_to_layout = 96.96%
INFO  metric p_per_area = 921.7 nW/um^2
INFO  metric core_region_area = 3416 um^2
INFO  metric tritoncts = yes
INFO  metric antenna-diode-count = 0
INFO  metric cts_max_level = 1
INFO  metric grt_use_met1 = 4.281%
INFO  metric drt-pass1-iter-count = 2
INFO  metric port_buffers = 13
INFO  metric worst_setup_path_endpoint = seg_out[3]$_SDFF_PN1_
INFO  metric synth.area.mux_share = 15.44%
INFO  metric setup-violations-final = 0
INFO  metric timing.critical_path.arrival = 1.15 ns
INFO  metric num-fill-cells = 349
INFO  metric route.final.wire_length = 1267 um
INFO  metric cpPeakStageDelay = 0.28 ns
INFO  metric syn_area_per_cell = 9.152 um^2
INFO  metric period_needed = 0.9798 ns
INFO  metric worstHoldPathCells = 3
INFO  metric finalMaxSlewViolations = 0
INFO  metric clk_transition_reported_paths = 0.05 ns
INFO  metric synth.top_cells.by_count = dfxtp_1, a21oi_1, ha_1, mux2i_1, nor2_1
INFO  metric dp_worst_setup_slack = -0.7592 ns
INFO  metric final_layout_size_suffix_gt1_share = 48.15%
INFO  metric largest_reg_flops = 7
INFO  metric aoi_share = 15.70%
INFO  metric sequential_to_total_area_share_from_yosys_stat = 28.35%
INFO  metric detail_route.vias_per_cell = 3.732
INFO  metric wl_per_cell = 9.976 um
INFO  metric leakage = 0.4052 nW
INFO  metric die-height = 80 um
INFO  metric tool_warnings = 32
INFO  metric slowest_stage = mux2_4
INFO  metric yosysMostFrequentCell = dfxtp_1
INFO  metric cts_max_path_buffers = 2
INFO  metric start_kind = input port
INFO  metric status = finished, final reports clean
INFO  metric grt.total_usage = 3.620%
INFO  metric cp_max_fo = 4
INFO  metric hold_viol_final = 0
INFO  metric total_of_hold_buffers_inserted_after_clock_tree_synthesis = 0
INFO  metric worst_slack = 0.02017 ns
INFO  metric ys_top_logic_family = AND-OR/OR-AND gates
INFO  metric critical-path-top-delay-family = multiplexers
INFO  metric fmaxAchievable = 1021 MHz
INFO  metric maxCapViolations = 0
INFO  metric final_instance_count_excl_fillers = 127
INFO  metric globalRouteMet3Util = 0.9091%
INFO  metric cts-buffers-inserted = 3
INFO  metric postSynth.asyncResetShare = 0%
INFO  metric post_synth_and_or_nand_nor_area_fraction = 14.18%
INFO  metric globalplace.congestion = 0.8176
INFO  metric ff_type = dfxtp_1
INFO  metric grt_max_degree = 10
INFO  metric synthDominantCellAreaShare = 28.35%
INFO  metric finalCritPeriodShare = 97.98%
INFO  metric grt_antenna_before_repair = 0
INFO  metric synth.yosys.chip_area = 494.2 um^2
INFO  metric post_synth_main_area_contributors = dfxtp_1, ha_1, mux2i_1
INFO  metric highest_utilization_routing_layer_at_the_global_route_stage = met2
INFO  metric vias = 474
INFO  metric timing.setup.critical_path_class = input port to flop
INFO  metric ys_cells = 54
INFO  metric detail_route.drc_violations = 0
INFO  metric worst_slew_pin_slew = 0.2581 ns
INFO  metric detail_route.iter0.violations = 37
INFO  metric critical_path_cell_count = 6
INFO  metric setup.worst_path.end_class = flop
INFO  metric edf_count = 0
INFO  metric critPathLaunch = hex_in[1]
INFO  metric hold_class = input port to flop
INFO  metric wire_length_of_the_first_global_routing_pass = 1973 um
[how the worst min path moves through the flow]
stage | startpoint | end | slack (ns)
4_1_cts | reset_n | seg_out[2]$_SDFF_PN1_ | 0.37
5_1_grt | reset_n | seg_out[4]$_SDFF_PN1_ | 0.40
6_report | reset_n | seg_out[2]$_SDFF_PN1_ | 0.38
[metal layers]
layer	up-vias	share of wire, %	wire (um)
li1	243	-	-
met4	0	1.9	24
met5	-	0	0
met3	2	4.8	61
met1	219	45	570
met2	10	48	610
[layout by cell type (no fill, tap or decap), types with 2 or more instances in the layout]
cell type and n:
a21oi_1 4, buf_12 3, buf_2 2, buf_4 8, bufbuf_16 2, clkbuf_4 3, clkdlybuf4s15_1 2, dfxtp_1 6
dlygate4sd2_1 7, ha_2 2, ha_4 2, mux2_4 2, mux2i_1 5, nand2_1 4, nor2_1 4, xor2_1 2
[where the power goes]
| part | total [mW] | switching, mW | internal [mW] |
|---|---|---|---|
| combinational | 0.344 | 0.134 | 0.210 |
| clock | 0.240 | 0.0889 | 0.151 |
| sequential | 0.313 | 0.00630 | 0.306 |
| total | 0.897 | 0.230 | 0.668 |
[cell families (layout without fill, tap and decap cells)]
kind of cell,after synthesis,after routing
AND/OR/NAND/NOR,15,15
multiplexers,7,7
XOR/XNOR,3,3
adder cells (fa/ha/maj),5,5
AND-OR/OR-AND,12,12
flip-flops,7,7
buffers and inverters,5,32
[what timing repair did]
action,in CTS,in global routing
endpoints found under the hold margin,0,0
endpoints found under the setup margin,14,7
gates cloned,2,0
buffers inserted,3,0
gates resized,42,12
pin swaps,7,5
[through the flow]
| step | cell area, um^2 | TNS [ns] | utilization (%) | power (mW) |
|---|---|---|---|---|
| final | 973.4 | 0 | 28.50 | 0.8972 |
| after global routing | 973.4 | -0.01952 | 28.50 | 0.9503 |
| after CTS | 948.4 | -0.1249 | 27.77 | 0.8856 |
| after detailed placement | 779.5 | -4.885 | 22.82 | 0.5881 |
| after global placement | 779.5 | -4.821 | 22.82 | 0.5846 |
| after floorplan | 536.8 | -0.06528 | - | 0.4506 |
[layout make-up]
cell class	instances	area (um^2)	share of cell area [%]
tap	46	57.56	5.913
multi-input combinational	42	420.4	43.19
sequential	7	141.4	14.52
timing repair buffer	26	302.8	31.11
clock buffer	4	26.28	2.699
inverter	2	25.02	2.571
No activity file was given, so power comes from the tool's default toggle rates.
