### flow/run.sh
#!/bin/bash
# OpenROAD 26Q1-2900-gdf79404cd8, Yosys 0.63+post, stock flow scripts
make -C /OpenROAD-flow-scripts/flow DESIGN_CONFIG=/design/flow/config.mk WORK_HOME=/design/flow/orfs finish
### flow/design.v
module timer(sys_clk,reset_n,timer_enb,base_tick);
   output base_tick;
   input sys_clk,reset_n,timer_enb;
   reg [11:0] count101,count102;
   reg [7:0] count50;
   reg base_tick;
     initial
     begin
           base_tick = 0;
           count50 =8'h00;
           count101 =12'h000;
           count102 =12'h000;
      end      
     always @(negedge sys_clk) 
     	begin
     		if (reset_n == 1)
     		 begin
     		 	if (timer_enb == 1)
     		 	 begin
     		 	 	if (count102 == 12'h3E8)
     		 	 	 begin
     		 	 	 	count101 = count101 + 12'h001;
     		 	 	 	count102 = 12'h000;
     		 	 	 end
     		 	 	 else begin
     		 	 	 	count102 = count102 + 12'h001;
     		 	 	 end
     		 	 	if (count101 == 12'h3E8)
     		 	 	 begin
     		 	 	  	count50 = count50 + 8'h01;
     		 	 	  	count101 = 12'h000;
     		 	 	  end 
     		 	 	if (count50 == 8'h32) begin
     		 	 		base_tick = ~base_tick;
     		 	 		count50 = 8'h00;
     		 	 	end
     		 	 end
     		 end
     		else begin
     			base_tick = 0;
           count50 =8'h00;
           count101 =12'h000;
           count102 =12'h000;
     		end
     	end
endmodule
### flow/config.mk
export PLATFORM = sky130hd
export DESIGN_NAME = timer
export DESIGN_NICKNAME = timer
export VERILOG_FILES = /design/flow/design.v
export SDC_FILE = /design/flow/constraint.sdc
export NUM_CORES = 4
export LEC_CHECK = 1
export CORE_AREA = 10 10 111 111
export DIE_AREA = 0 0 121 121
### flow/constraint.sdc
current_design timer

set clk_period 8.2
set clk_io_pct 0.2

create_clock -name clk0 -period $clk_period [get_ports {sys_clk}]

set non_clock_inputs [all_inputs -no_clocks]
set_input_delay [expr $clk_period * $clk_io_pct] -clock clk0 $non_clock_inputs
set_output_delay [expr $clk_period * $clk_io_pct] -clock clk0 [all_outputs]
==> run summary <==
Tot Pwr = 350 uW
initial antenna violation count = 0
FP Core Util = 0.192
1st-pass router iterations = 5
Worst Tran Pin Value = 0.657 ns
ys flops = 33
launching point of the worst reg2reg path = count102[11]
vias per std cell = 4.26
Top delay family on crit path = buffers and inverters
synthesis-to-layout area growth = 20.2%
max_slew headroom = 0.558
clk latency late pin = 0.35 ns
first-pass GRT wire length = 7.26 mm
number of global-route vias before repair = 1,715
Req. time, crit path = 4.31 ns
# clock sinks = 33
Pleak = 0.000910 uW
largest net degree at the start of global routing = 19
Final Routed Wirelength = 3.89 mm
CORE AREA = 9860 sq um
Clock Tree Root = clkbuf_8
post-route ant nets = 0
Hold Vio Cnt, Final = 0
Final Util = 0.231
Rows = 36
I/O pin count = 4
Max clock buf depth = 2
Worst Slack Setup Final = 1.15 ns
Seq/Total Area, Yosys = 0.349
cts repair resizes = 0
I/O Buffers = 3
drt drc = 0
diode count = 0
post-CTS setup buffers = 0
setup TNS = 0 ns
CP Capture Type = flip-flop
dominant register cell = dfxtp_1
YS chip area = 1890 sq um
Buf/Inv on CP = 3
kind of critical path = input pin to flip-flop
asr flop ratio synth = 0
Worst Clk Skew = 0.0147 ns
Worst path max stage delay = 0.48 ns
layout cells sized above 1 = 0.0688
die width = 121 microns
Hold Path Class = flip-flop to flip-flop
dpl hpwl = 2.62 mm
chip height = 121 microns
min-delay src = base_tick
mean area per synthesized cell = 7.85 sq um
Pwr Density = 154 nW/um^2
peak supply drop = 0.0983 mV
Mapped Cells = 241
CP max-delay cell = clkdlybuf4s50_1
Post-synth EDFFs = 0
max-slew violation count = 0
H-tree levels = 2
pre-CTS WS = 0.816 ns
Worst Path Max Fanout = 17
Setup crit start = timer_enb
mapped cell area = 1890 sq um
# fillers = 1,068
outcome = completed
OpenROAD warning count = 59
CTS buffer count = 5
Setup crit start kind = input pin
CTS tree = yes
via count = 1,743
total grt overflow = 0
Ys Warns = 1
total of max-cap violations = 0
Initial DRC Count = 114
Routability Congestion = 0.840
Yosys Instances = 241
RSZ-0062 raised after global routing = no
Crit path arrival time = 3.17 ns
Unique cell types = 49
Routed WL per cell = 9.51 microns
worst-path cell chain = clkdlybuf4s50_1 -> buf_4 -> and3_2 -> nand4_1 -> inv_1 -> and3_1 -> xnor2_1 -> nor2_1
final setup violation count = 0
GR Util All Layers = 0.0566
Clk pin slew, worst setup/hold paths = 0.04 ns
cts hold-fix bufs = 0
die area = 14,600 sq um
## tightest hold or removal path: cells and delay by family, from the launching register on
kind	cells	cell delay, ns
flip-flops	1	0.31
AND/OR/NAND/NOR	1	0.06
multiplexers	1	0.05
## cells in the final DEF, fill, tap and decap left out, types with 3 or more instances in the layout
cell type,count
clkbuf_8,5
ha_1,4
nand4_1,9
nand3_1,20
xnor2_1,3
inv_1,39
a31oi_1,3
or4_1,4
nand2_1,25
nand2b_1,6
nor2_1,30
mux2i_1,6
dfxtp_1,33
or3_1,4
nor3_1,7
clkdlybuf4s50_1,3
xor2_1,13
a21oi_1,8
and3_1,7
nor4_2,3
buf_4,5
o21ai_0,5
## kinds of logic after synthesis
family / count (synthesis) / synth area share
DFF: 33 / 0.349
AOI/OAI and AO/OA: 32 / 0.110
muxes: 7 / 0.0377
buffers and inverters: 20 / 0.0450
xor gates and xnor gates: 16 / 0.0741
and+or+nand+nor: 129 / 0.357
adders and majority gates: 4 / 0.0265
## final cells by class
cell class                      instances  area [sq um]  share of cell area
Tap cell                              133           166              0.0732
Inverter                                7          26.3              0.0116
Sequential cell                        33           661               0.290
Clock inverter                         35           133              0.0583
Clock buffer                            5          68.8              0.0303
Multi-Input combinational cell        188          1150               0.507
Timing Repair Buffer                    8          67.6              0.0297
## per-stage QoR
| step | cell area, sq um | std cells | hold slack (ns) |
|---|---|---|---|
| global placement | 2080 | 370 | 0.466 |
| floorplan | 1890 | 241 | 0.439 |
| global route | 2270 | 409 | 0.523 |
| CTS | 2270 | 409 | 0.479 |
| finish | 2270 | 409 | 0.477 |
| detailed placement | 2080 | 370 | 0.470 |
## flip-flops by register name (all words and copies together) (netlist names)
register and count:
count50 8, count102 12, count101 12, base_tick 1
## Yosys cell counts (all sizes together), types with 3 or more instances
cell / n / area share
inv: 6 / 0.012
nor2: 30 / 0.060
and3: 8 / 0.027
ha: 4 / 0.026
xor2: 13 / 0.060
or3: 4 / 0.013
a31oi: 3 / 0.0099
a21oi: 8 / 0.021
nand4: 9 / 0.030
o21ai: 6 / 0.016
dfxtp: 33 / 0.35
clkbuf: 9 / 0.019
nand2b: 6 / 0.020
nor4: 5 / 0.023
or4: 4 / 0.016
nand2: 25 / 0.050
xnor2: 3 / 0.014
mux2i: 6 / 0.032
buf: 3 / 0.011
nand3: 20 / 0.053
nor3: 8 / 0.024
## power breakdown
part | total, uW | internal, uW | leakage [uW] | switching (uW)
combinational | 11.5 | 3.99 | 0.000427 | 7.53
clock | 175 | 77.5 | 0.000217 | 97.1
sequential | 164 | 163 | 0.000266 | 1.10
## layer usage
layer | share of wire | track usage
met3 | 0.039 | 0.0189
met2 | 0.41 | 0.0793
met5 | 0 | 0
met1 | 0.54 | 0.0771
met4 | 0.0098 | 0.0256
## worst paths after layout
kind         slack [ns]     endpoint  cells past startpoint
min                0.48    base_tick                      2
max reg2reg        5.03   count50[0]                      7
min reg2reg        0.48    base_tick                      2
max                1.15  count102[7]                      8
No activity file was given, so power comes from the tool's default toggle rates.
